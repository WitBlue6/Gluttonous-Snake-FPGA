==> design.v <==
module key_filter(
	input  clk,
	input  rst_n,
	input  [4:0] BOTTOM,
	output b_up,
	output b_down,
	output b_left,
	output b_right,
	output b_center
);
reg [4:0] bottom_scan;
reg [4:0] bottom_scan_d0;
reg [4:0] bottom;    
reg [24:0] b_cnt = 25'd0;
always @(posedge clk or negedge rst_n)begin
	if(~rst_n)begin
		b_cnt <= 25'd0;
		bottom_scan <= 5'b0;
	end
	else if(b_cnt == 25'd1999_999)begin   
		b_cnt <= 25'd0;
		bottom_scan <= BOTTOM;
	end
	else
		b_cnt <= b_cnt + 25'd1;
end
always @(posedge clk or negedge rst_n)begin
	if(~rst_n)begin
		bottom_scan_d0 <= 5'b0;
		bottom <= 5'b0;
	end
	else begin
		bottom_scan_d0 <= bottom_scan;
		bottom <= (~bottom_scan_d0) & bottom_scan;   
	end
end
assign b_up = bottom[4];
assign b_down = bottom[3];
assign b_left = bottom[2];
assign b_right = bottom[1];
assign b_center = bottom[0];
endmodule
==> run.sh <==
#!/bin/bash
# OpenROAD 26Q1-2900-gdf79404cd8, Yosys 0.63+post, stock flow scripts
make -C /OpenROAD-flow-scripts/flow DESIGN_CONFIG=/design/flow/config.mk WORK_HOME=/design/flow/orfs finish
==> config.mk <==
export PLATFORM = sky130hd
export DESIGN_NAME = key_filter
export DESIGN_NICKNAME = key_filter
export VERILOG_FILES = /design/flow/design.v
export SDC_FILE = /design/flow/constraint.sdc
export NUM_CORES = 4
export LEC_CHECK = 1
export CORE_AREA = 10 10 105 105
export DIE_AREA = 0 0 115 115
==> constraint.sdc <==
current_design key_filter

set clk_period 4.3
set clk_io_pct 0.2

create_clock -name clk0 -period $clk_period [get_ports {clk}]

set non_clock_inputs [all_inputs -no_clocks]
set_input_delay [expr $clk_period * $clk_io_pct] -clock clk0 $non_clock_inputs
set_output_delay [expr $clk_period * $clk_io_pct] -clock clk0 [all_outputs]
==> flow_summary.json <==
{
  "outcome": "finished, final reports clean",
  "post_drt_wl_per_cell_microns": 11.19,
  "p_leak_nw": 0.9392,
  "post-synth-top-area-cell": "sky130_fd_sc_hd__dfrtp_1",
  "finClkSkew_ns": 0.01013,
  "tightestPinTransition_ns": 0.5599,
  "route.detailed.vias_per_inst": 4.011,
  "die_area_sq_mm": 0.01323,
  "post-cts-setup-buffer-count": 0,
  "timing.setup.critical_path_class": "reg2reg",
  "post_cts_resize_count": 0,
  "root_buffer": "sky130_fd_sc_hd__clkbuf_8",
  "drt.antenna.violating_nets": 0,
  "yosys.stat.seqShare_pct": 59.52,
  "regToRegSetupSlack_ns": 2.26,
  "remaining_drc_errors": 0,
  "layout.filler_cells": 933,
  "r2r_cells": 5,
  "core_area_sq_mm": 0.008763,
  "cts.htree.levels": 2,
  "grt.total_usage_pct": 4.646,
  "hold_violations": 0,
  "drt-pass1-iter-count": 4,
  "post-route-min-period_ns": 2.044,
  "power_density_over_cell_area_mw_per_mm2": 337.6,
  "enable_flop_cells": 0,
  "postRouteWirelength_mm": 2.920,
  "drv.max_cap_violation_count": 0,
  "number_of_primary_i_o_pins": 12,
  "layout-area-overhead-vs-synth_pct": 21.13,
  "clk-insertion-delay-late_ns": 0.29,
  "chipHeight_microns": 115,
  "initial_antenna_violation_count": 0,
  "flop_cell": "sky130_fd_sc_hd__dfrtp_1",
  "via_count": 1047,
  "first_global_vias": 1099,
  "syn_area_per_cell_sq_um": 12.55,
  "overflow": 0,
  "timing.final.max_slew_violations": 0,
  "post_synth_instance_area_sq_mm": 0.001682,
  "netlist-cell-type-count": 25,
  "synthCells": 134,
  "regToRegStartpoint": "b_cnt[0]",
  "cts-hold-fix-buffers": 0,
  "critPathLaunchType": "flop",
  "top_area_cell_share_pct": 59.52,
  "drive_gt1_share_pct": 13.73,
  "antennaDiodeCount": 0,
  "synth-async-reset-ratio_pct": 100.0,
  "tritoncts.num_buffers": 5,
  "initial_utilization_pct": 19.19,
  "finalSetupViolations": 0,
  "hold-path-endpoint": "bottom[0]",
  "crit_fanout": 10,
  "hold_path_cell_cnt": 1,
  "port_buffers": 11,
  "common_cells": "40 x sky130_fd_sc_hd__dfrtp_1, 12 x sky130_fd_sc_hd__xnor2_1, 10 x sky130_fd_sc_hd__nand3_1, 10 x sky130_fd_sc_hd__nor2_1, 7 x sky130_fd_sc_hd__xor2_1",
  "critPathArrivalTime_ns": 2.23,
  "gp_congestion": 0.7839,
  "drt_first_iter_violations": 42,
  "cts_tree": "yes",
  "std_cell_rows": 34,
  "hold_path.class": "reg2reg",
  "tritoncts_num_sinks": 40,
  "max_clock_freq_mhz": 489.2,
  "number_of_buffers_on_the_longest_clock_path": 2,
  "yosys_warnings": 1,
  "synth_flop_count": 40,
  "unrepaired_setup_endpoints_after_global_routing": "false",
  "chipWidth_microns": 115,
  "warnings": 25,
  "finalCritPeriodShare_pct": 47.54,
  "ys_cells": 134,
  "peak_supply_drop_v": 0.0001720,
  "yosys.stat.chipArea_sq_mm": 0.001682,
  "placedCellCount": 253,
  "clk_pin_slew_ns": 0.08,
  "critPathCaptureType": "flop",
  "global_route_wire_length_before_repair_mm": 5.188,
  "finish.cell_count_without_fillers": 261,
  "timing.rr.end": "bottom_scan[1]",
  "synth.area.top_cells": "sky130_fd_sc_hd__dfrtp_1 60%, sky130_fd_sc_hd__xnor2_1 6.2%, sky130_fd_sc_hd__nor4_4 3.8%",
  "worst_ep_required_time_ns": 4.48,
  "worst_slew_margin_relative_to_its_limit_pct": 62.38,
  "worstHoldStart": "bottom_scan_d0[0]",
  "hpwl_mm": 1.999,
  "grt_start_max_net_pins": 41,
  "tns_ns": 0,
  "post-synth-top-count-cell": "sky130_fd_sc_hd__dfrtp_1"
}
## worst max path at each step
stage,start,end,slack (ns),cells past startpoint
CTS,b_cnt[0],bottom_scan[1],2.24,5
finish,b_cnt[0],bottom_scan[1],2.26,5
global route,b_cnt[7],bottom_scan[2],2.12,5
## layout by cell type (no fill, tap or decap)
cell type                         synthesis  final
sky130_fd_sc_hd__nor4_4                   3      3
sky130_fd_sc_hd__xnor2_1                 12     12
sky130_fd_sc_hd__nor4_1                   3      3
sky130_fd_sc_hd__or2_2                    1      1
sky130_fd_sc_hd__dfrtp_1                 40     40
sky130_fd_sc_hd__nand3_1                 10     10
sky130_fd_sc_hd__bufinv_16                0      1
sky130_fd_sc_hd__nor3_1                   4      4
sky130_fd_sc_hd__a21oi_1                  2      2
sky130_fd_sc_hd__and2_1                   1      1
sky130_fd_sc_hd__ha_1                     1      1
sky130_fd_sc_hd__buf_4                    1      2
sky130_fd_sc_hd__nor2b_1                  6      6
sky130_fd_sc_hd__buf_2                    0      1
sky130_fd_sc_hd__a31oi_1                  2      2
sky130_fd_sc_hd__a211oi_1                 1      1
sky130_fd_sc_hd__clkdlybuf4s50_1          0     10
sky130_fd_sc_hd__nand2_1                  5      5
sky130_fd_sc_hd__and4_1                   6      6
sky130_fd_sc_hd__mux2_2                   5      5
sky130_fd_sc_hd__clkbuf_8                 0      5
sky130_fd_sc_hd__clkinvlp_4               0      1
sky130_fd_sc_hd__nand4_1                  5      5
sky130_fd_sc_hd__clkinv_2                 0      1
sky130_fd_sc_hd__xor2_1                   7      7
sky130_fd_sc_hd__and3_1                   4      4
sky130_fd_sc_hd__nor4b_1                  2      2
sky130_fd_sc_hd__nor2_1                  10     10
sky130_fd_sc_hd__inv_1                    1      1
sky130_fd_sc_hd__nor4b_2                  1      1
## cell type report
class / instances / area [sq um] / share of cell area (%)
flip-flops and latches: 40 / 1001 / 49.14
multi-input cells: 91 / 665.6 / 32.68
well taps: 108 / 135.1 / 6.634
clock buffers: 5 / 68.82 / 3.378
inverters: 1 / 3.754 / 0.1843
clock inverters: 3 / 42.54 / 2.088
repair buffers: 13 / 120.1 / 5.897
## sequential cells by signal (all words and copies together), names as in the netlist
signal / cells
b_cnt: 25
bottom: 5
bottom_scan: 5
bottom_scan_d0: 5
## where the power goes
part | internal (mW) | switching (mW) | total [mW]
Clock | 0.172 | 0.128 | 0.300
Combinational | 0.00484 | 0.00743 | 0.0123
Sequential | 0.376 | 0 | 0.376
Total | 0.552 | 0.135 | 0.688
## logic make-up after synthesis
kind of cell / Yosys count / synth area share [%]
muxes: 5 / 3.348
xor gates and xnor gates: 19 / 9.896
DFF: 40 / 59.52
buffers and inverters: 3 / 0.8926
adders and majority gates: 1 / 0.7439
and+or+nand+nor: 61 / 23.81
AOI/OAI and AO/OA: 5 / 1.786
## per-layer routing
layer	wire [microns]	global-route usage, %	up-vias	part of all wire [%]
met2	1293	6.757	14	44
met4	47	0.8251	0	1.6
met3	118	1.635	4	4.0
met5	0	0	-	0
li1	-	-	517	-
met1	1460	6.638	512	50
## worst max-delay path, stage by stage, from the launching register on
cell and delay, ns:
sky130_fd_sc_hd__dfrtp_1 0.37, sky130_fd_sc_hd__ha_1 0.24, sky130_fd_sc_hd__nand3_1 0.21, sky130_fd_sc_hd__nor4_4 0.51, sky130_fd_sc_hd__buf_4 0.27, sky130_fd_sc_hd__mux2_2 0.34
## stage by stage
stage / power [mW] / setup WS [ns] / utilization [%] / area [sq um] / hold WS (ns)
after CTS: 0.6963 / 2.244 / 23.24 / 2037 / 0.3969
after global placement: 0.3961 / 2.269 / 21.97 / 1926 / 0.3750
after detailed placement: 0.3963 / 2.254 / 21.97 / 1926 / 0.3779
final: 0.6877 / 2.256 / 23.24 / 2037 / 0.3935
after floorplan: 0.3834 / 2.591 / - / 1682 / 0.3631
after global routing: 0.7160 / 2.116 / 23.24 / 2037 / 0.4014
No activity file was given, so power comes from the tool's default toggle rates.

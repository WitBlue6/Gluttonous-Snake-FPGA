===== config.mk =====
export PLATFORM = sky130hd
export DESIGN_NAME = vga_driver
export DESIGN_NICKNAME = vga_driver
export VERILOG_FILES = /design/flow/design.v
export SDC_FILE = /design/flow/constraint.sdc
export NUM_CORES = 4
export LEC_CHECK = 1
export CORE_UTILIZATION = 30

===== constraint.sdc =====
current_design vga_driver

set clk_period 2.4
set clk_io_pct 0.2

create_clock -name clk0 -period $clk_period [get_ports {clk25}]

set non_clock_inputs [all_inputs -no_clocks]
set_input_delay [expr $clk_period * $clk_io_pct] -clock clk0 $non_clock_inputs
set_output_delay [expr $clk_period * $clk_io_pct] -clock clk0 [all_outputs]

===== design.v =====
`timescale 1ns / 1ps
module vga_driver(
	input  clk25,
	output [3:0] vga_red,
	output [3:0] vga_green,
	output [3:0] vga_blue,
	output reg vga_hsync,
	output reg vga_vsync,
	output [9:0] data_h,
	output [9:0] data_v,
	input [11:0] data
    );
parameter hRez   = 640;
parameter hStartSync   = 640+16;
parameter hEndSync     = 640+16+96;
parameter hMaxCount    = 640+16+96+48;
parameter vRez         = 480;
parameter vStartSync   = 480+10;
parameter vEndSync     = 480+10+2;
parameter vMaxCount    = 480+10+2+33;
parameter hsync_active  = 0;
parameter vsync_active  = 0;
parameter C_BLACK    =   12'b000000000000;
parameter C_RED    =   12'b111100000000;
parameter C_GREEN    =   12'b000011110000;
parameter C_BLUE    =   12'b000000001111;
parameter C_WHITE    =   12'b111111111111;
reg [9:0] hCounter;
reg [9:0] vCounter;    
reg blank;
initial   hCounter = 10'b0;
initial   vCounter = 10'b0;  
initial   blank = 1'b1;    
wire [11:0] colour;
assign colour = (~blank) ? data : 16'd0;
assign vga_red = colour[11:8];
assign vga_green = colour[7:4];
assign vga_blue = colour[3:0];
assign data_h = (~blank) ? hCounter : 10'd0;
assign data_v = (~blank) ? vCounter : 10'd0;
always@(posedge clk25)begin
    if( hCounter == hMaxCount-1 )begin
   		hCounter <=  10'b0;
   			if (vCounter == vMaxCount-1)
   				vCounter <=  10'b0;
   			else
   				vCounter <= vCounter+1;
   	end
   	else
   		hCounter <= hCounter+1;
   	if(  vCounter  >= 480 || vCounter  < 0) begin     
   		blank <= 1;
   	end
   	else begin
   		if ( hCounter  < 640 && hCounter  >= 0) begin   
   			blank <= 0;
   			end
   		else
   			blank <= 1;
   	end;
   	if( hCounter > hStartSync && hCounter <= hEndSync)
   		vga_hsync <= hsync_active;
   	else
   		vga_hsync <= ~ hsync_active; 			
   	if( vCounter >= vStartSync && vCounter < vEndSync )
   		vga_vsync <= vsync_active;
   	else
   		vga_vsync <= ~ vsync_active;
   end 
endmodule

===== run.sh =====
#!/bin/bash
# OpenROAD 26Q1-2900-gdf79404cd8, Yosys 0.63+post, stock flow scripts
make -C /OpenROAD-flow-scripts/flow DESIGN_CONFIG=/design/flow/config.mk WORK_HOME=/design/flow/orfs finish

==> impl_metrics.env <==
# implementation run metrics
export IMPL_reg2reg_from="hCounter[0]"
export IMPL_grt_use_total_pct=12.59
export IMPL_syn_area_um2=1292
export IMPL_clock_latency_late_pin_ns=0.26
export IMPL_die_area_um2=4574
export IMPL_ant_nets=0
export IMPL_grt_pass1_vias=980
export IMPL_warnings=27
export IMPL_fin_crit_ns=2.022
export IMPL_fmax_ghz=0.4945
export IMPL_r2r_end="hCounter[5]"
export IMPL_ys_seq_share_pct=43.37
export IMPL_hold_depth=1
export IMPL_drv_cap=0
export IMPL_top_area_cell="edfxtp_1"
export IMPL_fp_util_pct=31.85
export IMPL_p_total_mw=0.6770
export IMPL_end_kind="primary output"
export IMPL_crit_type="input port to primary output"
export IMPL_synthTopCellsByCount="31 x nor2b_1, 13 x dfxtp_1, 11 x nor2_1, 10 x edfxtp_1, 7 x xor2_1"
export IMPL_cts_tree="done"
export IMPL_drive_above_1_share_pct=4.945
export IMPL_grt_util_met1_pct=18.76
export IMPL_rrSetupSlack_ns=0.57
export IMPL_synth_top_cell_area_share_pct=23.23
export IMPL_grt_pass1_wl_mm=4.326
export IMPL_die_w_um=67.64
export IMPL_numCtsBuffers=3
export IMPL_cp_start_kind="input port"
export IMPL_synth_top_flop_cell="dfxtp_1"
export IMPL_setup_tns_ns=0
export IMPL_edf_count=10
export IMPL_cts_hold_buffers_added=0
export IMPL_finalSetupViolCount=0
export IMPL_cts_resized=0
export IMPL_synth_top_cell_by_count="nor2b_1"
export IMPL_worstPathMaxFanout=1
export IMPL_worst_pin_slew_ns=0.5196
export IMPL_crit_required_ns=1.92
export IMPL_routabilityCongestion=0.8216
export IMPL_ys_ff=23
export IMPL_ir_drop_mv=0.2072
export IMPL_wl_mm=2.715
export IMPL_drtIter0Drc=21
export IMPL_hold_path_class="register to register"
export IMPL_grt_overflow=0
export IMPL_skew_ns=0.002644
export IMPL_post_cts_buffers=0
export IMPL_avgSynthCellArea_um2=9.504
export IMPL_diodes=0
export IMPL_leakagePower_nw=0.7545
export IMPL_clk_path_buf_depth=2
export IMPL_async_flop_share_pct=0
export IMPL_period_used_pct=84.26
export IMPL_rsz0062_at_grt="no"
export IMPL_busiest_layer="met2"
export IMPL_worstSetupEndpoint="vga_green[2]"
export IMPL_worstHoldStart="hCounter[0]"
export IMPL_gr_usage_met2_pct=19.93
export IMPL_dp_hpwl_mm=1.976
export IMPL_area_leaders="edfxtp_1 23%, dfxtp_1 20%, nor2b_1 15%, xor2_1 4.7%, ha_1 3.9%"
export IMPL_root_buffer="clkbuf_8"
export IMPL_clkSinkCount=23
export IMPL_row_count=23
export IMPL_synth_distinct_cells=33
export IMPL_synthCells=136
export IMPL_rr_worst_depth=5
export IMPL_path_clk_slew_ns=0.07
export IMPL_first_pass_iters=4
export IMPL_relSlewSlack_pct=65.36
export IMPL_startpoint="data[6]"
export IMPL_viasPerCell=4.707
export IMPL_fillCellCount=375
export IMPL_crit_arrival_ns=1.54
export IMPL_status="finished, final reports clean"
export IMPL_drc=0
export IMPL_slew_viol_final=0
export IMPL_htreeDepth=1
export IMPL_yosys_area_um2=1292
export IMPL_core_um2=4058
export IMPL_p_per_area_nw_per_um2=363.7
export IMPL_vias=1092
export IMPL_die_h_um=67.64
export IMPL_areaGrowthSynthToFinish_pct=44.05
export IMPL_grt_use_met3_pct=2.055
export IMPL_port_buffers=46
export IMPL_report_final_hold_viol_count=0
export IMPL_ioPinCount=47
export IMPL_yosysCellCount=136
export IMPL_yosysWarnings=1
export IMPL_grt_max_degree=29
export IMPL_wl_per_cell_um=11.70
export IMPL_antenna_found_initial=0
cell type report:
class	count	area, µm²	share of cell area, %
multi-input combinational	103	690.7	37.10
inverter	4	15.01	0.8064
timing repair buffer	48	488.0	26.21
tap	50	62.56	3.360
sequential	23	560.5	30.11
clock buffer	4	45.04	2.419
per-stage QoR:
step	setup WS, ns	cells	utilization, %	area [µm²]	hold WS [ns]
2_1_floorplan	0.8693	136	-	1292	0.4411
3_3_place_gp	0.3687	228	44.77	1817	0.4550
3_5_place_dp	0.3617	228	44.77	1817	0.4726
4_1_cts	0.3578	232	45.88	1862	0.4905
5_1_grt	0.2790	232	45.88	1862	0.5203
6_report	0.3779	232	45.88	1862	0.4847
per-layer routing:
metal  share of wire, %  wire [µm]
met5                  0          0
met4                1.2         32
met3                8.0        218
met2                 43       1181
met1                 47       1283
worst min-delay path by stage:
stage	endpoint	slack [ns]
after CTS	hCounter[0]	0.49
after global routing	hCounter[0]	0.52
final	hCounter[0]	0.48
critical path, cell delays in order:
cell and delay (ns):
clkdlybuf4s50_1 0.45, nor2b_1 0.14, clkdlybuf4s50_1 0.47
cell usage in the layout (no fill, tap or decap), types with 2 or more instances in the layout:
cell type | netlist | layout
clkbuf_8 | 0 | 3
nor2b_1 | 31 | 31
clkdlybuf4s50_1 | 0 | 46
nor3_1 | 2 | 2
nor4b_1 | 2 | 2
xor2_1 | 7 | 7
nand3_1 | 6 | 6
or3_1 | 2 | 2
inv_1 | 4 | 4
ha_1 | 4 | 4
o21ai_0 | 2 | 2
edfxtp_1 | 10 | 10
nor2_1 | 11 | 11
a21oi_1 | 3 | 3
nand2_1 | 6 | 6
o31ai_1 | 2 | 2
xnor2_1 | 5 | 5
nand4_1 | 4 | 4
and3_1 | 4 | 4
dfxtp_1 | 13 | 13
logic make-up after synthesis:
kind of cell,Yosys count,synth area share (%)
compound gates,11,5.615
xor+xnor,12,8.132
fa+ha+maj,4,3.872
buf+inv,10,3.194
flops,23,43.37
mux,1,0.7745
simple gates,75,35.04
registers in the layout, summed over array words and instances, names as in the netlist:
signal     count
vga_hsync      1
vCounter      10
hCounter      10
vga_vsync      1
blank          1
report_power, final:
group / switching [mW] / internal (mW)
Clock: 0.112 / 0.118
Combinational: 0.00512 / 0.0376
Sequential: 0 / 0.404
Total: 0.117 / 0.560

==> flow/design.v <==
module game_control(
	input clk,
	input rst_n,
	input hitwall,
    input hitbody,
	input key,
	input [15:0] point,	
	output reg die,
	output reg [1:0]status,
	output reg score_flag 	
); 
	localparam RESTART = 2'b00;
	localparam START = 2'b01;
	localparam PLAY = 2'b10;
	localparam DIE = 2'b11;
	reg restart ;  
	reg[31:0]cnt;	
	always@(posedge clk or negedge rst_n)
	begin
		if(~rst_n) begin
			status <= RESTART;
			cnt <= 0;
			die <= 1;
			restart <= 0;
		end
		else begin
			case(status)			
				RESTART:begin           
					if(cnt <= 20) begin
						cnt <= cnt + 1;
						restart <= 1;						
					end
					else begin
						status <= START;
						cnt <= 0;
						restart <= 0;
					end
				end
				START:begin
					if (key)
                        status <= PLAY;
					else 
					    status <= START;
				end
				PLAY:begin
					if(hitwall | hitbody)
					   status <= DIE;
					else if(point[11:8]>=1'd1)
					   status <= DIE;
					else
					   status <= PLAY;
				end					
				DIE:begin
					if(cnt <= 200000000) begin
						cnt <= cnt + 1'b1;
					   if(cnt == 25000000)
					       die <= 0;
					   else if(cnt == 50000000)
					       die <= 1'b1;
					   else if(cnt == 75000000)
					       die <= 1'b0;
					   else if(cnt == 100000000)
					       die <= 1'b1;
					   else if(cnt == 125000000)
					       die <= 1'b0;
					   else if(cnt == 150000000)
					       die <= 1'b1;
				    end 
					else if(key)
						begin
							die <= 1;
							cnt <= 0;
							status <= RESTART;
						end
					else
					      status <= DIE;
                    end
			endcase
		end
	end
    always@(posedge clk or negedge rst_n)
    begin
    	if(!rst_n) begin
			score_flag <= 1'd0;
    	end
		else if (status == DIE)
		    score_flag <= 1'd1;
	    else
		    score_flag <= 1'd0;
	end
endmodule
==> flow/run.sh <==
#!/bin/bash
# OpenROAD 26Q1-2900-gdf79404cd8, Yosys 0.63+post, stock flow scripts
make -C /OpenROAD-flow-scripts/flow DESIGN_CONFIG=/design/flow/config.mk WORK_HOME=/design/flow/orfs finish
==> flow/config.mk <==
export PLATFORM = sky130hd
export DESIGN_NAME = game_control
export DESIGN_NICKNAME = game_control
export VERILOG_FILES = /design/flow/design.v
export SDC_FILE = /design/flow/constraint.sdc
export NUM_CORES = 4
export LEC_CHECK = 1
export CORE_UTILIZATION = 30
==> flow/constraint.sdc <==
current_design game_control

set clk_period 5.7
set clk_io_pct 0.2

create_clock -name clk0 -period $clk_period [get_ports {clk}]

set non_clock_inputs [all_inputs -no_clocks]
set_input_delay [expr $clk_period * $clk_io_pct] -clock clk0 $non_clock_inputs
set_output_delay [expr $clk_period * $clk_io_pct] -clock clk0 [all_outputs]
==> impl_results.html <==
<h3>Flow metrics</h3>
<table>
<tr><th>Metric</th><th>Value</th></tr>
<tr><th colspan="2">Worst setup path</th></tr>
<tr><td>Largest fanout on the critical path</td><td>30</td></tr>
<tr><td>Required time of the critical path</td><td>5830 ps</td></tr>
<tr><td>Cell-by-cell listing of the critical path</td><td>or3b_1 -&gt; or4_4 -&gt; o31a_1 -&gt; a21oi_1 -&gt; o32ai_2 -&gt; nor2_4 -&gt; nor3_1</td></tr>
<tr><td>Family with the most delay on the worst path</td><td>simple AND/OR/NAND/NOR gates</td></tr>
<tr><td>Master of the slowest instance on the critical path</td><td>sky130_fd_sc_hd__nor2_4</td></tr>
<tr><td>Worst EP arrival</td><td>3340 ps</td></tr>
<tr><td>Startpoint types</td><td>flop</td></tr>
<tr><td>Worst setup path class</td><td>flop to flop</td></tr>
<tr><td>Element type at the critical path end</td><td>flop</td></tr>
<tr><td>Number of buffer and inverter instances along the worst setup path</td><td>0</td></tr>
<tr><td>Biggest cell delay along the critical path</td><td>620 ps</td></tr>
<tr><th colspan="2">Synth</th></tr>
<tr><td>Yosys Instances</td><td>290</td></tr>
<tr><td>Avg Inst Size Synth</td><td>8.87 sq um</td></tr>
<tr><td>Post-Synthesis Cells</td><td>290</td></tr>
<tr><td>Post-synth EDFFs</td><td>0</td></tr>
<tr><td>Post-Syn Area</td><td>0.00257 sq mm</td></tr>
<tr><td>Distinct lib cells</td><td>54</td></tr>
<tr><td>Async SR Flop Fraction</td><td>100%</td></tr>
<tr><td>Count of warnings emitted by yosys</td><td>1</td></tr>
<tr><td>Chip Area, Yosys</td><td>0.00257 sq mm</td></tr>
<tr><td>Post-synthesis sequential element count</td><td>36</td></tr>
<tr><td>Main flop type</td><td>sky130_fd_sc_hd__dfrtp_1</td></tr>
<tr><td>Post-synth seq share</td><td>35.1%</td></tr>
<tr><th colspan="2">Drt</th></tr>
<tr><td>Violation tally from detailed-route iteration zero</td><td>152</td></tr>
<tr><td>Routed length per instance</td><td>15.6 microns</td></tr>
<tr><td>Number of detailed-route iterations in the first pass</td><td>4</td></tr>
<tr><td>Aggregate routed wire length</td><td>6180 microns</td></tr>
<tr><td>Total DRC errors in the routed layout</td><td>0</td></tr>
<tr><td>Final antenna diode count</td><td>0</td></tr>
<tr><td>Post-DR vias/cell</td><td>5.48</td></tr>
<tr><td>Vias post-DR</td><td>2166</td></tr>
<tr><td>Remaining antenna violation count after routing</td><td>0</td></tr>
<tr><th colspan="2">Final timing</th></tr>
<tr><td>Setup ws final</td><td>2490 ps</td></tr>
<tr><td>Final clock skew</td><td>9.35 ps</td></tr>
<tr><td>Final tally of hold violations</td><td>0</td></tr>
<tr><td>Post-layout period usage of the worst path</td><td>56.4%</td></tr>
<tr><td>Unrepaired setup endpoints after global routing</td><td>false</td></tr>
<tr><td>Slew Limit Headroom</td><td>51.1%</td></tr>
<tr><td>Maximum clock frequency</td><td>0.311 GHz</td></tr>
<tr><td>Transition time at the pin with the least slew margin</td><td>732 ps</td></tr>
<tr><td>Max Transition Viols Final</td><td>0</td></tr>
<tr><td>Summed negative setup slack over all endpoints</td><td>0 ps</td></tr>
<tr><td>Clock period minus worst slack</td><td>3210 ps</td></tr>
<tr><td>Setup-violating endpoint count in the final report</td><td>0</td></tr>
<tr><th colspan="2">Clock network</th></tr>
<tr><td>Hold buffers post-CTS</td><td>0</td></tr>
<tr><td>Clock tree from TritonCTS</td><td>done</td></tr>
<tr><td>Clock sink count</td><td>36</td></tr>
<tr><td>CTS Buf Count</td><td>5</td></tr>
<tr><td>Clock Path Buffers</td><td>2</td></tr>
<tr><td>Cells resized by post-CTS repair</td><td>0</td></tr>
<tr><td>Later-pin clock latency in the skew report</td><td>290 ps</td></tr>
<tr><td>Clk slew on worst S/H paths</td><td>70 ps</td></tr>
<tr><td>Deepest level of the CTS H-tree</td><td>2</td></tr>
<tr><td>Clk root buf</td><td>sky130_fd_sc_hd__clkbuf_8</td></tr>
<tr><td>Number of buffers inserted by post-CTS setup repair</td><td>0</td></tr>
<tr><th colspan="2">Floorplanning</th></tr>
<tr><td>Number of rows in the core area</td><td>33</td></tr>
<tr><td>Y dimension of the die</td><td>94.6 microns</td></tr>
<tr><td>Die area</td><td>0.00895 sq mm</td></tr>
<tr><td>Starting utilization of the core area</td><td>31.2%</td></tr>
<tr><td>Count of boundary I/O pins</td><td>25</td></tr>
<tr><td>Horizontal die dimension</td><td>94.6 microns</td></tr>
<tr><td>Core region area</td><td>0.00826 sq mm</td></tr>
<tr><th colspan="2">Placed design</th></tr>
<tr><td>Worst-case setup slack after placement</td><td>2430 ps</td></tr>
<tr><td>Post-DP Area</td><td>0.00266 sq mm</td></tr>
<tr><td>Number of I/O port buffers</td><td>12</td></tr>
<tr><td>Detail Placement HPWL</td><td>4540 microns</td></tr>
<tr><td>Weighted congestion reported at the end of routability-driven placement</td><td>0.877</td></tr>
<tr><th colspan="2">GRT</th></tr>
<tr><td>Vias in the first global route</td><td>2047</td></tr>
<tr><td>Total Routing Usage GR</td><td>15.7%</td></tr>
<tr><td>Global-route met3 utilization</td><td>1.80%</td></tr>
<tr><td>Met2 Resource Use GR</td><td>23.8%</td></tr>
<tr><td>Global route hottest layer</td><td>met1</td></tr>
<tr><td>Total congestion overflow after global routing</td><td>0</td></tr>
<tr><td>Met1 track demand over resource</td><td>24.6%</td></tr>
<tr><td>Pin count of the biggest net entering global routing</td><td>37</td></tr>
<tr><td>Number of antenna violations at the first check in global routing</td><td>0</td></tr>
<tr><td>Global-route wire length before repair</td><td>10600 microns</td></tr>
<tr><th colspan="2">Min path</th></tr>
<tr><td>Worst hold path type</td><td>flop to flop</td></tr>
<tr><th colspan="2">Finish</th></tr>
<tr><td>Most frequently placed logic cells in the final layout</td><td>35 x sky130_fd_sc_hd__nor2_1, 35 x sky130_fd_sc_hd__dfrtp_1, 25 x sky130_fd_sc_hd__nand2_1, 15 x sky130_fd_sc_hd__a21oi_1</td></tr>
<tr><td>Fill cell count</td><td>891</td></tr>
<tr><td>Final standard cell area without fillers</td><td>0.00274 sq mm</td></tr>
<tr><td>Share of layout cells above drive strength 1</td><td>9.66%</td></tr>
<tr><td>Synth-to-Final Area Change</td><td>6.42%</td></tr>
<tr><th colspan="2">Pwr</th></tr>
<tr><td>Worst IR Drop VDD</td><td>0.263 mV</td></tr>
<tr><td>Power density of the placed cells</td><td>320 mW/mm^2</td></tr>
<tr><td>Static leakage</td><td>1.01 nW</td></tr>
<tr><th colspan="2">Job</th></tr>
<tr><td>Tool warnings</td><td>42</td></tr>
<tr><td>Reported max-cap violation count</td><td>0</td></tr>
<tr><th colspan="2">Status</th></tr>
<tr><td>Outcome</td><td>complete, no violations</td></tr>
</table>
-- worst reg2reg max path, delay by kind of cell, from the launching register on --
kind | cells | cell delay [ps]
compound gates | 3 | 850
flops | 1 | 560
simple gates | 4 | 1660
-- power by group --
part | leakage (nW) | switching (W) | internal (W)
Clock | 0.0422 | 0.0000873 | 0.0000857
Sequential | 0.490 | 0.0000682 | 0.000294
Combinational | 0.481 | 0.000214 | 0.000127
Total | 1.01 | 0.000370 | 0.000506
-- state kept, by name (all words and copies together) (netlist names) --
| name | count |
|---|---|
| score_flag | 1 |
| cnt | 32 |
| die | 1 |
| status | 2 |
-- kinds of logic after synthesis --
| family | share of synthesized area [%] |
|---|---|
| simple gates | 34.8 |
| fa+ha+maj | 2.92 |
| flops | 35.1 |
| buf+inv | 8.36 |
| xor+xnor | 3.74 |
| mux | 1.94 |
| compound gates | 13.2 |
-- metal layers --
metal  up-vias  routed length (microns)
met2        54                     2740
met4         0                      131
met1      1022                     3000
met3        14                      302
met5         -                        0
li1       1076                        -
-- synthesized netlist by cell type (7+ instances only) --
library cell,instances,share of area [%]
sky130_fd_sc_hd__clkbuf_1,8,1.2
sky130_fd_sc_hd__nor2_1,35,5.1
sky130_fd_sc_hd__nand4_1,8,1.9
sky130_fd_sc_hd__nand2_1,25,3.6
sky130_fd_sc_hd__xnor2_1,10,3.4
sky130_fd_sc_hd__a21oi_1,15,2.9
sky130_fd_sc_hd__nor3_1,14,2.7
sky130_fd_sc_hd__nor4_1,10,2.4
sky130_fd_sc_hd__inv_1,8,1.2
sky130_fd_sc_hd__o31ai_1,7,2.0
sky130_fd_sc_hd__nand3_1,14,2.7
sky130_fd_sc_hd__or4_1,8,2.3
sky130_fd_sc_hd__dfrtp_1,35,34
-- final cells by class --
| cell class | instances | area, sq um | area share (%) |
|---|---|---|---|
| Tap cell | 105 | 131 | 4.80 |
| Multi-Input combinational cell | 223 | 1460 | 53.2 |
| Clock buffer | 7 | 76.3 | 2.79 |
| Inverter | 8 | 30.0 | 1.10 |
| Sequential cell | 36 | 902 | 32.9 |
| Clock inverter | 1 | 5.00 | 0.183 |
| Timing Repair Buffer | 15 | 138 | 5.03 |
-- worst paths after layout --
| check | slack [ps] | depth (start not counted) | to | from |
|---|---|---|---|---|
| worst max-delay path | 2490 | 7 | cnt[6] | cnt[27] |
| worst min-delay path | 510 | 2 | cnt[31] | cnt[31] |
| worst max register to register | 2490 | 7 | cnt[6] | cnt[27] |
| worst min register to register | 510 | 2 | cnt[31] | cnt[31] |
| max in group asynchronous | 4450 | 2 | die | rst_n |
| min in group asynchronous | 890 | 2 | cnt[17] | rst_n |
-- stage by stage --
step / total power [W] / std cells / util (%) / hold WS [ps]
global placement: 0.000711 / 387 / 32.2 / 489
floorplan: 0.000648 / 290 / - / 468
global route: 0.000956 / 395 / 33.2 / 529
detailed placement: 0.000711 / 387 / 32.2 / 502
CTS: 0.000888 / 395 / 33.2 / 518
finish: 0.000876 / 395 / 33.2 / 515
No activity file was given, so power comes from the tool's default toggle rates.
